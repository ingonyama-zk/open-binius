==> design/flow/run.sh <==
#!/bin/bash
# OpenROAD 26Q1-2900-gdf79404cd8, Yosys 0.63+post, stock flow scripts
make -C /OpenROAD-flow-scripts/flow DESIGN_CONFIG=/design/flow/config.mk WORK_HOME=/design/flow/orfs finish
==> design/flow/config.mk <==
export PLATFORM = sky130hd
export DESIGN_NAME = binary_tower_32b_mul_alpha
export DESIGN_NICKNAME = binary_tower_32b_mul_alpha
export VERILOG_FILES = /design/flow/design.v
export SDC_FILE = /design/flow/constraint.sdc
export NUM_CORES = 4
export LEC_CHECK = 1
export CORE_AREA = 10 10 70 70
export DIE_AREA = 0 0 80 80
==> design/flow/constraint.sdc <==
current_design binary_tower_32b_mul_alpha

set clk_period 1.8
set clk_io_pct 0.2

create_clock -name clk0 -period $clk_period

set non_clock_inputs [all_inputs -no_clocks]
set_input_delay [expr $clk_period * $clk_io_pct] -clock clk0 $non_clock_inputs
set_output_delay [expr $clk_period * $clk_io_pct] -clock clk0 [all_outputs]
==> design/flow/design.v <==
module binary_tower_32b_mul_alpha (
        ap_clk,
        ap_ce,
        a,
        ap_return,
        ap_rst
);
input ap_clk;
input ap_ce;
input  [31:0] a;
output  [31:0] ap_return;
input   ap_rst;
wire   [0:0] a0_4_fu_142_p3;
wire   [0:0] a1_fu_150_p3;
wire   [0:0] xor_ln26_fu_158_p2;
wire   [1:0] tmp_fu_164_p3;
wire   [1:0] a0_3_fu_122_p4;
wire   [1:0] xor_ln26_1_fu_172_p2;
wire   [1:0] a1_4_fu_132_p4;
wire   [3:0] tmp_1_fu_178_p3;
wire   [3:0] a0_2_fu_102_p4;
wire   [3:0] xor_ln26_2_fu_186_p2;
wire   [3:0] a1_3_fu_112_p4;
wire   [7:0] tmp_2_fu_192_p3;
wire   [7:0] a0_1_fu_82_p4;
wire   [7:0] xor_ln26_3_fu_200_p2;
wire   [7:0] a1_2_fu_92_p4;
wire   [15:0] tmp_3_fu_206_p3;
wire   [15:0] a0_fu_68_p1;
wire   [15:0] xor_ln26_4_fu_214_p2;
wire   [15:0] a1_1_fu_72_p4;
assign a0_1_fu_82_p4 = {{a[23:16]}};
assign a0_2_fu_102_p4 = {{a[27:24]}};
assign a0_3_fu_122_p4 = {{a[29:28]}};
assign a0_4_fu_142_p3 = a[32'd30];
assign a0_fu_68_p1 = a[15:0];
assign a1_1_fu_72_p4 = {{a[31:16]}};
assign a1_2_fu_92_p4 = {{a[31:24]}};
assign a1_3_fu_112_p4 = {{a[31:28]}};
assign a1_4_fu_132_p4 = {{a[31:30]}};
assign a1_fu_150_p3 = a[32'd31];
assign tmp_1_fu_178_p3 = {{xor_ln26_1_fu_172_p2}, {a1_4_fu_132_p4}};
assign tmp_2_fu_192_p3 = {{xor_ln26_2_fu_186_p2}, {a1_3_fu_112_p4}};
assign tmp_3_fu_206_p3 = {{xor_ln26_3_fu_200_p2}, {a1_2_fu_92_p4}};
assign tmp_fu_164_p3 = {{xor_ln26_fu_158_p2}, {a1_fu_150_p3}};
assign xor_ln26_1_fu_172_p2 = (tmp_fu_164_p3 ^ a0_3_fu_122_p4);
assign xor_ln26_2_fu_186_p2 = (tmp_1_fu_178_p3 ^ a0_2_fu_102_p4);
assign xor_ln26_3_fu_200_p2 = (tmp_2_fu_192_p3 ^ a0_1_fu_82_p4);
assign xor_ln26_4_fu_214_p2 = (tmp_3_fu_206_p3 ^ a0_fu_68_p1);
assign xor_ln26_fu_158_p2 = (a1_fu_150_p3 ^ a0_4_fu_142_p3);
assign ap_return = {{xor_ln26_4_fu_214_p2}, {a1_1_fu_72_p4}};
endmodule  
==> Slide: Implementation Results <==
Flow Results at a Glance

Synth
  • Cell count in the Yosys report: 46
  • Post-Syn Area: 412.9 um2
  • Seq share, synth: 0%
  • Biggest area cells: xnor2_1 (34%), buf_4 (29%), xor2_1 (23%)
  • Cell accounting for the most synthesized area: xnor2_1
  • Cells after Synth: 46
  • Count of different cell masters after synthesis: 5
  • Dominant cell area share: 33.94%
  • Ys Warns: 0
  • Syn_area_per_cell: approximately 9 um2
  • Yosys stat area: 412.9 um2

Outcome
  • Run status: finished, final reports clean

Routing
  • First-pass DRT Iterations: 2
  • Post-Route WL: 1696 um
  • Vias: 461
  • Vias per cell: ~3.2
  • DRC errors left: 0
  • Initial drt markers: 3
  • Antenna Cells: 0
  • WL/cell: 11.62 um
  • ANT nets after route: 0

Critical path
  • Critical Path RT: 1.44 ns
  • Kind of critical path: in2out
  • Worst Setup EP: ap_return[31]
  • CP endpoint kind: output port
  • Start point of the critical path: a[31]
  • CP Max Fanout: 5
  • Worst EP arrival: 1.39 ns
  • Worst Setup Start Kind: input pin

Power and ir drop
  • Max IR drop VDD: between 0.08 and 0.09 mV
  • Cell leakage power: 0.4735 nW
  • Power Dens Cells: between 200 and 300 nW/um2
  • Final Power: 0.2711 mW

Die
  • Die Y: roughly 80 um
  • Row cnt: 21
  • Die area: 6400 um2
  • IO Count: about 67
  • Floorplan utilization: 12.09%
  • Die W: 80 um
  • Core ar.: 3416 um2

Finish
  • Area occupied by registers: 0 um2
  • Clock Buffer Count: 0
  • FF+latch count: 0
  • Cell Count, Final, Fillers Out: approximately 150
  • Layout cells sized above 1: 14.00%
  • Syn-to-layout area delta: 151.2%

Timing
  • Relative slew slack: 87.36%
  • Final hold viol count: 0
  • Setup TNS: 0 ns
  • RSZ-0062 raised after global routing: true
  • Hold WS: 1.178 ns
  • Slack of the critical path: 0.05347 ns
  • Max Clk Rate: 572.6 MHz
  • Pins Over Slew Limit: 0
  • Endpoints failing setup: 0
  • Slew @ Worst Pin: about 0.19 ns
  • Fin crit share: 97.03%
  • Crit path time final: roughly 1.7 ns

Place
  • I/O Buffers: between 60 and 70
  • Placed insts: approximately 150
  • RD Place Congestion: roughly 0.8
  • Pre-CTS setup slack: -0.5537 ns
  • HPWL after DPL: 1621 um

GRT
  • First-pass GRT wire length: 2608 um
  • Largest net degree at the start of global routing: 6
  • Vias in the first global route: between 500 and 600
  • Initial antenna violation count: 0
  • Grt ovf: 0
  • Total global-route track usage: 4.920%

Hold path
  • Worst hold stages: 4
  • Min-delay worst type: in2out

Clocking
  • Cts hold-fix bufs: 0

Flow run
  • OpenROAD warnings: 36
  • Max Cap Viol: 0
-- stage by stage --
| step | utilization (%) | area (um2) |
|---|---|---|
| floorplan | - | 412.9 |
| global placement | 30.22 | 1032 |
| detailed placement | 30.22 | 1032 |
| CTS | 29.96 | 1023 |
| global route | 30.37 | 1037 |
| finish | 30.37 | 1037 |
-- worst max-delay path: stages --
cell             delay [ns]
clkdlybuf4s15_2        0.24
xnor2_2                0.14
xnor3_1                0.39
dlygate4sd2_1          0.26
-- synth_stat cells, drive strengths merged --
master and count:
buf 17, xnor2 16, xnor3 2, xor2 11
-- how the worst min path moves through the flow --
stage          from            end  slack (ns)
finish        a[30]  ap_return[26]        1.18
global route  a[30]  ap_return[26]        1.23
CTS           a[31]  ap_return[27]        1.29
-- layout by cell type (no fill, tap or decap) --
master and count:
xnor2_2 5, buf_4 6, clkdlybuf4s15_1 1, xnor2_1 11, clkdlybuf4s50_1 32, dlygate4sd2_1 28, clkdlybuf4s15_2 1, xor2_1 11
dlymetal6s2s_1 1, xnor3_1 2, clkbuf_2 1, buf_6 1
-- report_power, final --
part / total (mW) / internal (mW) / switching, mW
registers: 0 / 0 / 0
logic: 0.271 / 0.201 / 0.0702
clock network: 0 / 0 / 0
total: 0.271 / 0.201 / 0.0702
-- layer usage --
layer / global-route usage (%) / vias to the layer above / part of all wire (%)
li1: - / 236 / -
met3: 2.500 / 0 / 14
met5: 0 / - / 0
met1: 5.217 / 193 / 37
met2: 8.989 / 32 / 49
met4: 0 / 0 / 0
-- final cells by class --
cell class / count / area [um2]
repair buffers: 71 / 660.6
multi-input cells: 29 / 319.1
fillers: 371 / 2379
well taps: 46 / 57.56
-- kinds of logic after synthesis --
| kind of cell | count (synthesis) | synth area share (%) |
|---|---|---|
| buffers and inverters | 17 | 31.82 |
| xor gates and xnor gates | 29 | 68.18 |
-- repair_timing --
item / CTS / global route
resized: 38 / 5
setup buffers: 0 / 0
pin swaps: 13 / 3
endpoints found under the hold margin: 0 / 0
endpoints found under the setup margin: 23 / 3
Power figures rest on the tool's default switching activity, not on a simulated workload.
